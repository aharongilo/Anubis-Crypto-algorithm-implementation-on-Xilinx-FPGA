`design/flow/design.v`:
```
`timescale 1ns / 1ps
module control_display_and_speaker(
    input wire clk,
    input wire [15:0] sw,
    output wire sound,
    output wire [3:0] an,
    output wire [6:0] segment, 
    output wire dp
    );
    reg [3:0] enables;
    reg [4:0] digit3, digit2,digit1, digit0;
    reg [15:0] count;
    reg [4:0] note; 
    reg [16:0] duration;
    reg clear, dclk;
    always @(posedge clk)
        if (count > 0)
			count = count-1;                              
        else
			begin
				count <= 50_000;
				dclk <= ~dclk;  
			end      
    always @(posedge dclk) 
    begin
            if (clear) 
			     duration = 0;
            else 
			duration = duration + 1;
    end
    DisplayControl dc(clk, enables, digit3, digit2,digit1, digit0, an, segment, dp);    
    SpeakerControl sc(clk, note, sound);  
    always @ (posedge clk)
      case (note)
        5'b00000: begin digit3 = 5; digit2 =10; digit1=15;digit0=14; enables = 4'b1111;  end       
        5'b11110: begin digit3 = 15; digit2=10;digit1=5;  digit0 = 5; enables = 4'b1111;  end      	   
        5'b11111: begin digit3 = 15; digit2 = 10;digit1=1; digit0 = 1; enables = 4'b1111;  end            
      endcase
    always @ (posedge clk)
      case(sw) 
        16'b0000000000000001:   begin  
                                clear <= 0;
                                if(500 > duration)
                                    note <= 5'b00000;  
								else if(75500 > duration)  
                                    note <= 5'b00001;  
								else if( 90000>duration)
									note<=5'b00010;    
								end
        default: begin clear <= 1; note = 0; end
      endcase
endmodule
`timescale 1ns / 1ps
module DisplayControl(
    input  wire	 clk,
    input  wire [3:0] enables,
    input  wire [4:0] digit3, digit2, digit1, digit0,
    output wire [3:0] an,
    output wire [6:0] segment,
    output wire dp
    );
    reg [4:0] current_digit;
    reg [3:0] cur_dig_AN;
    reg [6:0] segments;
    assign an = ~(enables & cur_dig_AN); 
    assign dp = 1;      
    reg [18:0] count, nextcount;
    always @(posedge clk)
         count <= nextcount;
    always @(posedge clk)
        nextcount = count + 1;
    always @(posedge clk)
      case (count[18:17])
        2'b00: begin current_digit = digit3; cur_dig_AN = 4'b1000; end  
        2'b01: begin current_digit = digit2; cur_dig_AN = 4'b0100; end
        2'b10: begin current_digit = digit1; cur_dig_AN = 4'b0010; end
        2'b11: begin current_digit = digit0; cur_dig_AN = 4'b0001; end
    endcase  
    always @(current_digit)
      case (current_digit)
        5'b00000: segments = 7'b0000001;    
        5'b00001: segments = 7'b1001111;    
        5'b00010: segments = 7'b0100100;    
        5'b00011: segments = 7'b0000110;    
        5'b00100: segments = 7'b1001100;    
        5'b00101: segments = 7'b0010010;    
        5'b00110: segments = 7'b0100000;    
        5'b00111: segments = 7'b0001111;    
        5'b01000: segments = 7'b0000000;    
        5'b01001: segments = 7'b0000100;    
        5'b01010: segments = 7'b0001000;    
        5'b01011: segments = 7'b1100000;    
        5'b01100: segments = 7'b1000110;    
        5'b01101: segments = 7'b1000010;    
        5'b01110: segments = 7'b0000110;    
        5'b01111: segments = 7'b0001110;    
        5'b10000: segments = 7'b0100001;    
        5'b10001: segments = 7'b1001000;    
        default: segments= 7'b1111111;  
    endcase   
    assign segment=segments; 
endmodule
`timescale 1ns / 1ps
module SpeakerControl(
    input wire clk,
    input wire [4:0] note,
    output reg audio
    );
    reg [18:0] count;
    reg [18:0] value;
    always @(posedge clk)
        if(count > 0)
			count=count-1; 
        else 
			begin
				count <= value;
				audio <= ~audio;
			end
    always @ (posedge clk)
      case (note)
        5'b00000: value = 1000;      
        5'b00001: value = 254817;    
        5'b00010: value = 240790;    
        5'b00011: value = 227273;    
        5'b00100: value = 214519;    
        5'b00101: value = 202478;    
        5'b00110: value = 191113;    
        5'b00111: value = 180388;    
        5'b01000: value = 170262;    
        5'b01001: value = 160705;    
        5'b01010: value = 151685;    
        5'b01011: value = 143172;    
        5'b01100: value = 135139;    
        5'b01101: value = 127553;    
        5'b01110: value = 120395;    
        5'b01111: value = 113636;    
        5'b10000: value = 107259;    
        5'b10001: value = 101238;    
        5'b10010: value = 95557;     
        5'b10011: value = 90194;     
        5'b10100: value = 85131;     
        5'b10101: value = 80353;     
        5'b10110: value = 75843;     
        5'b10111: value = 71587;     
        5'b11000: value = 67569;     
        5'b11001: value = 63776;     
        5'b11010: value = 60197;     
        5'b11011: value = 56818;     
        5'b11100: value = 53629;     
        5'b11101: value = 50619;     
        5'b11110: value = 286344;     
        5'b11111: value = 270278;     
        default: value = 191113;       
      endcase
endmodule
```
`design/flow/run.sh`:
```
#!/bin/bash
# OpenROAD 26Q1-2900-gdf79404cd8, Yosys 0.63+post, stock flow scripts
make -C /OpenROAD-flow-scripts/flow DESIGN_CONFIG=/design/flow/config.mk WORK_HOME=/design/flow/orfs finish
```
`design/flow/config.mk`:
```
export PLATFORM = sky130hd
export DESIGN_NAME = control_display_and_speaker
export DESIGN_NICKNAME = control_display_and_speaker
export VERILOG_FILES = /design/flow/design.v
export SDC_FILE = /design/flow/constraint.sdc
export NUM_CORES = 4
export LEC_CHECK = 1
export CORE_UTILIZATION = 30
```
`design/flow/constraint.sdc`:
```
current_design control_display_and_speaker

set clk_period 6.0
set clk_io_pct 0.2

create_clock -name clk0 -period $clk_period [get_ports {clk}]

set non_clock_inputs [all_inputs -no_clocks]
set_input_delay [expr $clk_period * $clk_io_pct] -clock clk0 $non_clock_inputs
set_output_delay [expr $clk_period * $clk_io_pct] -clock clk0 [all_outputs]
```
==> results_slide.txt <==
Synthesis and Place & Route Summary

Worst setup path
  – Kind of capture point of the worst setup path: flip-flop
  – Arrival time of data at the critical path endpoint: 2530 ps
  – Critical path origin: sc.count[15]$_DFF_P_
  – Worst path slowest cell: sky130_fd_sc_hd__nand3_1
  – Worst setup path class: reg2reg
  – Category of cells accounting for the largest share of critical-path delay: simple AND/OR/NAND/NOR gates
  – Required time at the endpoint of the critical path: 6180 ps
  – Maximum fanout along the worst path: 22
  – Cell repeated most along the worst path: sky130_fd_sc_hd__nor2_1
  – Largest stage delay, worst path: 630 ps
  – Worst Path Buf+Inv: 0
  – Nature of the critical path startpoint: flip-flop
  – Cells traversed along the worst timing path: or4_1, nor2_1, nand3_1, nor2_1, a21oi_1
  – Reg-to-Reg Start: sc.count[15]$_DFF_P_

STA
  – Fin Setup TNS: 0 ps
  – Worst hold margin: 326.3 ps
  – Maximum achievable frequency: 425.4 MHz
  – Hold Violations, Final: 0
  – Measured slew at the worst slew-check pin: 816.2 ps
  – Final min period: 2350 ps
  – Register pins left without a clock: 17
  – Worst Skew: 5.599 ps
  – Worst rel slew slack: 0.4543
  – RSZ-0062 raised after global routing: no
  – Final max-slew violation count: 0
  – Period utilization: 0.3917
  – Final Setup Violations: 0
  – Endpoints left unconstrained: 17

Synthesis
  – Cell with the most instances after synthesis: sky130_fd_sc_hd__dfxtp_1
  – Largest area contributor in the netlist: sky130_fd_sc_hd__dfxtp_1
  – Max-area cell share: 0.5214
  – Cells in synth_stat.txt: 443
  – Syn Area/Cell: 9.880 µm²
  – Post-synth EDFFs: 2
  – Proportion of synthesized chip area in sequential cells: 0.5352
  – Number of library cell types mapped by synthesis: 47
  – Register bit count reported by yosys: 116
  – Most used standard cells in the synthesized netlist: 114 x sky130_fd_sc_hd__dfxtp_1, 48 x sky130_fd_sc_hd__nor2_1, 32 x sky130_fd_sc_hd__xnor2_1, 27 x sky130_fd_sc_hd__nand2_1, 24 x sky130_fd_sc_hd__xor2_1
  – Ys async rst share: 0
  – Most area-consuming cells after synthesis: sky130_fd_sc_hd__dfxtp_1 52%, sky130_fd_sc_hd__xnor2_1 6.4%, sky130_fd_sc_hd__xor2_1 4.8%
  – Mapped cell area: 4377 µm²
  – Dominant flop cell: sky130_fd_sc_hd__dfxtp_1
  – Synth Instances: 443
  – Total of warnings raised by yosys: 3
  – Chip Area, Yosys: 4377 µm²

Placed design
  – HPWL after detailed placement: 4625 µm
  – Count of input and output buffers: 28
  – Number of placed instances, taps included: 638
  – Routability congestion estimate from global placement: 0.8424

Routing
  – Overall routed net length: 6637 µm
  – Via count of the routed design: 2897
  – First-iteration detailed-routing DRC count: 257
  – Remaining routing DRC violations: 0
  – Antenna cell count: 0
  – Wire length per cell: 10.15 µm
  – Number of nets with antenna violations after routing: 0
  – First-pass DRT Iterations: 4
  – Per-cell via count in the routed design: 4.430

Finish
  – Share of cells above drive strength 1: 0.05485
  – Sequential Area: 2342 µm²
  – Filler cells: 1341
  – Combined area of the multi-input logic cells: 1892 µm²
  – Filler-free cell count of the finished design: 654
  – Growth of design area from synthesis to finish: 16.64%
  – Share of the core filled with cells in the final layout: 0.3635

Power
  – Leak: 0.001826 µW
  – PD cells: 235.7 nW/µm²
  – Peak VDD IR: 0.0001291 V

Clocking
  – TritonCTS clock tree: yes
  – Number of gates resized after cts: 0
  – Maximum number of buffers from clock root to sink: 2
  – CTS buffer count: 9
  – Hold buffer count at cts: 0
  – Clk ins delay skew pair: 330 ps
  – Buffer type at the clock tree root: sky130_fd_sc_hd__clkbuf_16
  – Post-CTS setup buffers: 0
  – Total number of H-tree levels: 3
  – Clk slew on worst S/H paths: 70 ps

Floorplanning
  – Number of primary I/O pins: 30
  – Chip footprint: 15080 µm²
  – Num rows: 43
  – Core box area: 14040 µm²
  – Chip Width: 122.8 µm
  – Vertical die dimension: 122.8 µm
  – Initial Util: 0.3117

Run status
  – Result of the run: complete, no violations

GRT
  – Number of global-route vias before repair: 2691
  – Total global routing overflow: 0
  – Global-route total usage across every layer: 0.09692
  – Antenna violations before repair: 0
  – Global-route wire length before repair: 11930 µm
  – Largest net degree at the start of global routing: 23

Worst hold path
  – Path class of the lowest-slack min-delay path: reg2reg
  – Launch instance of the worst min-delay path: dc.nextcount[16]$_DFF_P_

Job
  – Number of warnings in the stage logs: 33
  – Total of max-cap violations: 0
stage by stage:
| step | worst slack, ps | power (µW) | instance area [µm²] |
|---|---|---|---|
| floorplan | 4014 | 683.3 | 4377 |
| global placement | 3524 | 693.9 | 4826 |
| detailed placement | 3499 | 694.4 | 4826 |
| CTS | 3652 | 1223 | 5105 |
| global route | 3448 | 1254 | 5105 |
| finish | 3650 | 1203 | 5105 |
flip-flops by register name, indices dropped and copies added, names as in the netlist:
signal / cells
sc.count: 19
dclk: 1
sc.value: 10
count: 16
dc.cur_dig_AN: 4
sc.audio: 1
dc.nextcount: 19
clear: 1
segment: 7
duration: 17
dc.count: 19
note: 2
per-layer routing:
layer | vias up | share of wire | global-route usage
met5 | - | 0 | 0
met4 | 0 | 0.012 | 0.01296
met3 | 9 | 0.046 | 0.02135
met2 | 56 | 0.41 | 0.1419
met1 | 1287 | 0.53 | 0.1525
li1 | 1545 | - | -
worst paths after layout:
check	end	depth (start not counted)	slack, ps
max	sc.count[14]$_DFF_P_	5	3650
min	dc.count[16]$_DFF_P_	0	330
max reg2reg	sc.count[14]$_DFF_P_	5	3650
min reg2reg	dc.count[16]$_DFF_P_	0	330
worst reg2reg max path: stages, from the launching register on:
cell and delay, ps:
sky130_fd_sc_hd__dfxtp_1 330, sky130_fd_sc_hd__or4_1 530, sky130_fd_sc_hd__nor2_1 240, sky130_fd_sc_hd__nand3_1 630, sky130_fd_sc_hd__nor2_1 400, sky130_fd_sc_hd__a21oi_1 60
cell usage in the layout (no fill, tap or decap), types with 7 or more instances in the layout:
cell and count:
sky130_fd_sc_hd__a21oi_1 20, sky130_fd_sc_hd__and3_1 7, sky130_fd_sc_hd__clkbuf_16 9, sky130_fd_sc_hd__clkdlybuf4s50_1 28
sky130_fd_sc_hd__dfxtp_1 114, sky130_fd_sc_hd__ha_1 13, sky130_fd_sc_hd__inv_1 23, sky130_fd_sc_hd__nand2_1 27
sky130_fd_sc_hd__nand3_1 13, sky130_fd_sc_hd__nand4_1 13, sky130_fd_sc_hd__nor2_1 48, sky130_fd_sc_hd__nor3_1 14
sky130_fd_sc_hd__nor4_1 8, sky130_fd_sc_hd__o21ai_0 9, sky130_fd_sc_hd__or3_1 10, sky130_fd_sc_hd__xnor2_1 32
sky130_fd_sc_hd__xor2_1 24
report_power, final:
part / total (µW) / switching, µW / internal, µW
clock: 524 / 239 / 285
sequential: 663 / 2.18 / 661
combinational: 16.7 / 4.18 / 12.5
layout make-up:
class	count	share of cell area
Clock buffer	10	0.04485
Tap cell	180	0.04412
Timing Repair Buffer	28	0.05490
Sequential cell	116	0.4588
Clock inverter	6	0.009804
Multi-Input combinational cell	291	0.3706
Inverter	23	0.01691
cells by family (layout without fill, tap and decap cells):
| logic type | count (synthesis) | after routing | synth area share |
|---|---|---|---|
| buffers and inverters | 36 | 67 | 0.03259 |
| flip-flops | 116 | 116 | 0.5352 |
| XOR/XNOR | 56 | 56 | 0.1121 |
| adder cells (fa/ha/maj) | 13 | 13 | 0.03717 |
| AND/OR/NAND/NOR | 178 | 178 | 0.2244 |
| other | 1 | 1 | 0.0008568 |
| AND-OR/OR-AND | 43 | 43 | 0.05775 |
No activity file was given, so power comes from the tool's default toggle rates.
